===== run.sh =====
#!/bin/bash
# OpenROAD 26Q1-2900-gdf79404cd8, Yosys 0.63+post, stock flow scripts
make -C /OpenROAD-flow-scripts/flow DESIGN_CONFIG=/design/flow/config.mk WORK_HOME=/design/flow/orfs finish

===== config.mk =====
export PLATFORM = sky130hd
export DESIGN_NAME = ram
export DESIGN_NICKNAME = ram
export VERILOG_FILES = /design/flow/design.v
export SDC_FILE = /design/flow/constraint.sdc
export NUM_CORES = 4
export LEC_CHECK = 1
export CORE_UTILIZATION = 40

===== constraint.sdc =====
current_design ram

set clk_period 7.0
set clk_io_pct 0.2

create_clock -name clk0 -period $clk_period [get_ports {clk}]

set non_clock_inputs [all_inputs -no_clocks]
set_input_delay [expr $clk_period * $clk_io_pct] -clock clk0 $non_clock_inputs
set_output_delay [expr $clk_period * $clk_io_pct] -clock clk0 [all_outputs]

===== design.v =====
`timescale 1ns / 1ps
module ram(
    output reg [7:0] data_out,
    input [7:0] data_in,
    input [3:0] addr,
    input clk,
    input we
    );
    reg [7:0] mem [15:0];  
    always @(posedge clk) begin
        if (we) begin
            mem[addr] = data_in;
        end
        data_out = mem[addr];
    end
endmodule

==> results.ini <==
[power]
max-vdd-ir-drop_mv = 0.180
p_leak_nw = 2.64
p_per_area_nw_per_um2 = 317
total_power_mw = 2.18

[routing]
vias_per_cell = 5.69
antenna_cells = 0
dr.pass1.iters = 22
wl_per_cell_um = 19.5
via_count = 4333
drt-initial-drc-count = 465
remaining_drc_errors = 0
ant_nets = 0
routed_wl_mm = 14.8

[yosys]
ys_types = 56
yosys_most_used_dff = dfxtp_1
synth.top_cells.by_count = dfxtp_1, mux2_2, mux2_1, nand2_1, mux2i_1
top_cells_by_area = dfxtp_1, mux2_2, mux2_1, mux2i_1, a22oi_1
ys_warn_count = 2
synth.avg_cell_area_um2 = 10.9
edf_count = 0
yosysTopAreaCellShare_pct = 45.1
syn-cell-area_um2 = 6040
top_area_cell = dfxtp_1
ys_cells = 555
syn_inst = 555
yosys.stat.seqShare_pct = 45.1
most_common_cell = dfxtp_1
ys_area_um2 = 6040
synth_flops = 136
synth-async-reset-ratio_pct = 0

[cts]
cts_root_buffer = clkbuf_16
numCtsBuffers = 17
h-tree-depth = 4
cts_setup_buffers = 0
cts_resized = 0
hold_buffers = 0
clkSlewWorstSetupHoldPaths_ns = 0.06
cts.sinks = 136
clock_latency_ns = 0.41
cts_tree = done
clock_path_buffers = 2

[final_timing]
worstMarginPinSlew_ns = 0.905
clock-skew-final_ns = 0.00357
post-route-min-period_ns = 3.76
fmax_mhz = 266
slew_headroom_pct = 39.2
period_used_pct = 53.8
finalMaxSlewViolations = 0
hold_viol = 0
rsz0062_at_grt = false
setup_tns_ns = 0
setup_viol = 0

[floorplan]
io_pins = 22
die_w_um = 125
num_rows = 44
dieArea_um2 = 15600
die_height_um = 125
coreArea_um2 = 14600
initial_core_util_pct = 41.2

[flow_run]
openroad.warnings = 25
drv_cap = 0

[placed_design]
gp_congestion = 0.946
dp.cells = 730
dp_hpwl_mm = 9.83
io_buffers = 21

[worst_setup_path]
required_ns = 7.30
rrSetupSlack_ns = 5.47
cp-end-kind = register
path_max_fanout = 39
start_kind = primary input
worstSetupPathType = in -> reg
cp.arrival_ns = 4.06

[global_route]
grt_pass1_wl_mm = 24.0
grt_start_max_net_pins = 63
grt_usage_pct = 20.6
first_global_vias = 4296
overflow = 0
antenna_found_initial = 0

[cells_and_area]
drive_gt1_share_pct = 27.4
syn2layout_area_growth_pct = 14.1
final_cells = 761

[status]
status = finished, final reports clean

[min_path]
hp-class = reg -> reg

power by group:
part	switching, mW	internal, mW
combinational	0.137	0.193
clock	0.306	0.491
sequential	0.0878	0.966
total	0.531	1.65
sequential cells by signal, indices dropped and copies added, names as in the netlist:
signal and count:
mem 128, data_out 8
layout make-up:
class,count,area [um^2]
fillers,1318,7760
inverters,7,26.3
clock buffers,22,454
clock inverters,9,77.6
repair buffers,34,303
flip-flops and latches,136,2720
well taps,184,230
multi-input cells,369,3070
critical path, stage by stage:
cell and delay (ns):
clkdlybuf4s50_1 0.46, buf_4 0.40, nor2b_1 0.64, nand2_1 0.34
nor2_2 0.43, mux2_2 0.38
per-stage QoR:
| step | worst slack (ns) | util (%) | area (um^2) | hold WS, ns |
|---|---|---|---|---|
| 2_1_floorplan | 4.27 | - | 6040 | 0.427 |
| 3_3_place_gp | 2.91 | 43.4 | 6360 | 0.437 |
| 3_5_place_dp | 2.85 | 43.4 | 6360 | 0.447 |
| 4_1_cts | 3.28 | 47.0 | 6890 | 0.460 |
| 5_1_grt | 3.07 | 47.0 | 6890 | 0.472 |
| 6_report | 3.24 | 47.0 | 6890 | 0.456 |
path summary, 6_finish.rpt:
kind	from	to	cells past startpoint
min reg2reg	mem[11][4]	mem[11][4]	1
max	addr[0]	mem[9][3]	6
min	mem[11][4]	mem[11][4]	1
max reg2reg	mem[8][4]	data_out[4]	5
cell usage in the layout (no fill, tap or decap), types with 5 or more instances in the layout:
master	instances
a21oi_1	19
buf_4	13
inv_1	7
mux2i_1	24
clkdlybuf4s50_1	20
a31oi_1	16
a211o_1	6
a2bb2oi_1	5
a22oi_1	14
nor2_1	13
nor2b_1	5
o21ai_0	14
mux2_1	31
nand2_1	28
clkinv_2	5
mux2_2	100
dfxtp_1	136
nor2_2	8
clkbuf_16	17
nand2b_1	13
cells by family (layout without fill, tap and decap cells):
kind of cell	Yosys count	count (layout)	synth area share, %
buffers and inverters	50	72	3.98
DFF	136	136	45.1
AOI/OAI and AO/OA	109	109	12.4
xor gates and xnor gates	1	1	0.145
muxes	155	155	28.4
and+or+nand+nor	104	104	9.93
metal layers:
layer	GRT usage, %	wire length [um]	vias up
met3	4.38	1090	26
met1	31.3	6930	2083
li1	-	-	2081
met2	30.2	6370	143
met4	6.03	453	0
met5	0	0	-
Power is estimated from default activity; no workload was simulated.
