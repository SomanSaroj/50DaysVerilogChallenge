==> flow/design.v <==
`timescale 1ns / 1ps
module fir_filter (sample_out,clk,rst,sample_in);
    parameter N = 4;
    input wire clk;
    input wire rst;
    input wire signed [15:0] sample_in;
    output reg signed [31:0] sample_out;
    reg signed [15:0] coeffs [0:N-1];
    reg signed [15:0] samples [0:N-1];
    reg signed [31:0] acc;
    integer j, k, m;
    always @(posedge clk or posedge rst) begin
        if (rst) begin
            for (j = 0; j < N; j = j + 1) begin
                samples[j] <= 0;
                coeffs[j] <= 0;
            end
            coeffs[0] <= 16'sd2; 
            coeffs[1] <= 16'sd4;
            coeffs[2] <= 16'sd4;
            coeffs[3] <= 16'sd2;
            sample_out <= 0;
        end else begin
            for (k = N-1; k > 0; k = k - 1) begin
                samples[k] <= samples[k-1];
            end
            samples[0] <= sample_in;
            acc = 0;
            for (m = 0; m < N; m = m + 1) begin
                acc = acc + samples[m] * coeffs[m];
            end
            sample_out <= acc;
        end
    end
endmodule
==> flow/run.sh <==
#!/bin/bash
# OpenROAD 26Q1-2900-gdf79404cd8, Yosys 0.63+post, stock flow scripts
make -C /OpenROAD-flow-scripts/flow DESIGN_CONFIG=/design/flow/config.mk WORK_HOME=/design/flow/orfs finish
==> flow/config.mk <==
export PLATFORM = sky130hd
export DESIGN_NAME = fir_filter
export DESIGN_NICKNAME = fir_filter
export VERILOG_FILES = /design/flow/design.v
export SDC_FILE = /design/flow/constraint.sdc
export NUM_CORES = 4
export LEC_CHECK = 1
export CORE_UTILIZATION = 40
==> flow/constraint.sdc <==
current_design fir_filter

set clk_period 9.1
set clk_io_pct 0.2

create_clock -name clk0 -period $clk_period [get_ports {clk}]

set non_clock_inputs [all_inputs -no_clocks]
set_input_delay [expr $clk_period * $clk_io_pct] -clock clk0 $non_clock_inputs
set_output_delay [expr $clk_period * $clk_io_pct] -clock clk0 [all_outputs]
==> impl_metrics.toml <==
# yosys + openroad results
[floorplan]
fp_util = 0.4102
die_h_um = 104.7
core.rowCount = 37
die_area_mm2 = 0.01095
core_region_area_mm2 = 0.01028
die_w_um = 104.7
boundaryPins = 50

[pwr]
ir_worst_vdd_mv = 0.1312
p_clk_frac = 0.216
switching_share = 0.3076
cellPowerDensity_mw_per_mm2 = 239.7
sequentialPowerShare = 0.385
fin_total_pwr_uw = 1182
p_int_uw = 818.3
p_sw_uw = 363.5
power.share.combinational = 0.399
leakage_uw = 0.002405

[route]
insertedDiodeCount = 0
final_antenna_net_count = 0
drt-pass1-iter-count = 4
vias_per_cell = 4.303
wire_per_inst_um = 10.67
first_iter_violations = 95
vias = 2328
wl_mm = 5.774
post-route-drc-count = 0

[worst_setup_path]
cp_num_buf_inv = 1
path_cells = "clkdlybuf4s50_1"
required_ns = 7.28
timing.rr.start = "samples[0][2]$_DFF_PP0_"
worstReg2RegEnd = "sample_out[17]$_DFF_PP0_"
slowest_stage = "clkdlybuf4s50_1"
cp-start-kind = "register"
reg2reg_setup_slack_ns = 6.00
r2r_cells = 10
cp.arrival_ns = 1.39
path_class = "register to primary output"
crit_path_end_kind = "primary output"
crit_fanout = 12
critPathMaxStageDelay_ns = 0.53
cp_top_family = "buffers and inverters"

[synth]
yosys-stat-area_mm2 = 0.004215
aoi_share = 0.07717
ys_sh_xor = 0.02493
ff_type = "dfrtp_1"
ys_sh_mux = 0.004749
syn-cell-area_mm2 = 0.004215
numSynthFlops = 84
async_flop_share = 1.000
ys_types = 45
synthSimpleGateAreaFrac = 0.06263
ys_warn_count = 3
synth.avg_cell_area_um2 = 11.71
ys_seq_frac = 0.4987
yosys_cells = 360
synthTopLogicFamily = "adder cells"
yosys.area_share.adder = 0.2149
postSynthCellCount = 360
edf_count = 0

[placement]
gp_congestion = 0.8458
place_hpwl_mm = 4.502
numPlacedInstances = 526
io_buffer_count = 48

[worst_hold_path]
min_from = "samples[2][12]$_DFF_PP0_"
min_to = "samples[3][12]$_DFF_PP0_"
min_path_type = "register to register"
whs_path_depth = 0

[clock_network]
cts_max_level = 3
post_cts_buffers = 0
ctsRootBufferMaster = "clkbuf_8"
cts_tree = "yes"
cts_hold_buf = 0
numClockSinks = 84
clock_path_buffers = 2
cts_buffers = 9
cts_resized = 0
clk_latency_ns = 0.35
clkTransAtPathRegs_ns = 0.09

[sta]
holdWs_ns = 0.3658
worst_slew_pin_slew_ns = 0.5917
slew_viol_final = 0
fin_crit_sh = 0.3532
relSlewSlack = 0.6055
period_needed_ns = 3.214
fin_tns_setup_ns = 0
skew_ns = 0.01530
setup_violations = 0
finalHoldViolations = 0
rsz0062_at_grt = "no"
fmaxAchievable_mhz = 311.1

[finish]
drive_gt1_frac = 0.07407
areaGrowthSynthToFinish_pct = 16.95
post-route-util = 0.4797
post_layout_nonfiller_instances = 541

[grt]
grt_pass1_vias = 2424
grt_max_degree = 51
grt.total_usage = 0.1251
antenna_found_initial = 0
grt_pass1_wl_mm = 10.69
gr-total-overflow = 0

[flow_run]
tool_warnings = 25
cap_violations = 0

[status]
status = "complete, no violations"
through the flow:
step / setup WS (ns) / area, um^2
floorplan: 5.115 / 4215
finish: 5.886 / 4930
CTS: 5.857 / 4930
global route: 5.780 / 4930
global placement: 5.823 / 4738
detailed placement: 5.820 / 4738
kinds of logic after synthesis:
logic type,count (synthesis)
fa+ha+maj,52
flops,84
mux,2
buf+inv,113
other cells,1
simple gates,52
xor+xnor,12
compound gates,44
cells in the mapped netlist, types with 4 or more instances:
library cell / n / area share
dfrtp_1: 84 / 0.50
xnor2_1: 5 / 0.010
buf_2: 4 / 0.0047
inv_1: 94 / 0.084
a21oi_2: 5 / 0.010
xor2_1: 7 / 0.015
nor2_1: 10 / 0.0089
and3_1: 4 / 0.0059
buf_4: 14 / 0.025
o21ai_1: 5 / 0.0059
a21oi_1: 10 / 0.012
nand3_1: 8 / 0.0095
ha_1: 18 / 0.053
nand2_1: 14 / 0.012
fa_1: 34 / 0.16
o21ai_0: 6 / 0.0071
worst max path at each step:
stage / cells past startpoint / startpoint / end / slack [ns]
final: 1 / sample_out[20]$_DFF_PP0_ / sample_out[31] / 5.89
after CTS: 1 / sample_out[20]$_DFF_PP0_ / sample_out[31] / 5.86
after global routing: 10 / samples[0][2]$_DFF_PP0_ / sample_out[17]$_DFF_PP0_ / 5.78
area by class of cell:
type	count	area [um^2]
clock buffer	11	141.4
clock inverter	4	50.05
fill	947	5348
inverter	94	354.1
multi-input combinational	163	1624
sequential	84	2102
tap	136	170.2
timing repair buffer	49	488.0
power by group through the flow:
stage | combinational (uW) | clock, uW | sequential (uW)
6_report | 471 | 256 | 455
5_1_grt | 537 | 278 | 463
4_1_cts | 480 | 264 | 456
registers in the layout (all words and copies together), names as in the netlist:
signal      cells
sample_out     20
samples        64
metal layers:
metal,global-route usage,wire length (um)
met2,0.1973,2652
met3,0.02668,225
met1,0.1941,2809
met5,0,0
met4,0.01811,86
layout by cell type, fill, tap and decap left out, types with 3 or more instances in the layout:
cell             netlist  routed
a21oi_2                5       5
clkbuf_8               0      10
clkdlybuf4s50_1        0      48
nand3_1                8       8
xnor2_1                5       5
dfrtp_1               84      84
nand2b_1               3       3
o21ai_1                5       5
ha_1                  18      18
nor2_1                10      10
xor2_1                 7       7
nand2_1               14      14
and3_1                 4       4
fa_1                  34      34
a21oi_1               10      10
o21ai_0                6       6
inv_1                 94      93
No activity file was given, so power comes from the tool's default toggle rates.
