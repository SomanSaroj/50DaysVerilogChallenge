==> design/flow/design.v <==
`timescale 1ns / 1ps
module async_fifo #(
    parameter DATA_WIDTH = 8,
    parameter ADDR_WIDTH = 4
)(
    input wire wr_clk,              
    input wire wr_rst,              
    input wire wr_en,               
    input wire [DATA_WIDTH-1:0] wr_data,  
    output wire full,               
    input wire rd_clk,              
    input wire rd_rst,              
    input wire rd_en,               
    output wire [DATA_WIDTH-1:0] rd_data,  
    output wire empty               
);
    localparam DEPTH = 1 << ADDR_WIDTH;
    reg [DATA_WIDTH-1:0] mem [0:DEPTH-1];
    reg [ADDR_WIDTH:0] wr_ptr_bin = 0, wr_ptr_gray = 0;
    reg [ADDR_WIDTH:0] wr_ptr_gray_next;
    reg [ADDR_WIDTH:0] rd_ptr_gray_sync1 = 0, rd_ptr_gray_sync2 = 0;
    reg [ADDR_WIDTH:0] rd_ptr_bin = 0, rd_ptr_gray = 0;
    reg [ADDR_WIDTH:0] wr_ptr_gray_sync1 = 0, wr_ptr_gray_sync2 = 0;
    assign full = (wr_ptr_gray_next == {~rd_ptr_gray_sync2[ADDR_WIDTH:ADDR_WIDTH-1], rd_ptr_gray_sync2[ADDR_WIDTH-2:0]});
    assign empty = (rd_ptr_gray == wr_ptr_gray_sync2);
    always @(posedge wr_clk or posedge wr_rst) begin
        if (wr_rst) begin
            wr_ptr_bin <= 0;
            wr_ptr_gray <= 0;
        end else if (wr_en && !full) begin
            mem[wr_ptr_bin[ADDR_WIDTH-1:0]] <= wr_data;
            wr_ptr_bin <= wr_ptr_bin + 1;
            wr_ptr_gray <= (wr_ptr_bin + 1) ^ ((wr_ptr_bin + 1) >> 1);
        end
    end
    always @(*) begin
        wr_ptr_gray_next = (wr_ptr_bin + 1) ^ ((wr_ptr_bin + 1) >> 1);
    end
    always @(posedge wr_clk or posedge wr_rst) begin
        if (wr_rst) begin
            rd_ptr_gray_sync1 <= 0;
            rd_ptr_gray_sync2 <= 0;
        end else begin
            rd_ptr_gray_sync1 <= rd_ptr_gray;
            rd_ptr_gray_sync2 <= rd_ptr_gray_sync1;
        end
    end
    reg [DATA_WIDTH-1:0] rd_data_reg = 0;
    assign rd_data = rd_data_reg;
    always @(posedge rd_clk or posedge rd_rst) begin
        if (rd_rst) begin
            rd_ptr_bin <= 0;
            rd_ptr_gray <= 0;
        end else if (rd_en && !empty) begin
            rd_data_reg <= mem[rd_ptr_bin[ADDR_WIDTH-1:0]];
            rd_ptr_bin <= rd_ptr_bin + 1;
            rd_ptr_gray <= (rd_ptr_bin + 1) ^ ((rd_ptr_bin + 1) >> 1);
        end
    end
    always @(posedge rd_clk or posedge rd_rst) begin
        if (rd_rst) begin
            wr_ptr_gray_sync1 <= 0;
            wr_ptr_gray_sync2 <= 0;
        end else begin
            wr_ptr_gray_sync1 <= wr_ptr_gray;
            wr_ptr_gray_sync2 <= wr_ptr_gray_sync1;
        end
    end
endmodule
==> design/flow/run.sh <==
#!/bin/bash
# OpenROAD 26Q1-2900-gdf79404cd8, Yosys 0.63+post, stock flow scripts
make -C /OpenROAD-flow-scripts/flow DESIGN_CONFIG=/design/flow/config.mk WORK_HOME=/design/flow/orfs finish
==> design/flow/config.mk <==
export PLATFORM = sky130hd
export DESIGN_NAME = async_fifo
export DESIGN_NICKNAME = async_fifo
export VERILOG_FILES = /design/flow/design.v
export SDC_FILE = /design/flow/constraint.sdc
export NUM_CORES = 4
export LEC_CHECK = 1
export CORE_UTILIZATION = 40
==> design/flow/constraint.sdc <==
current_design async_fifo

set clk_period 2.6
set clk_io_pct 0.2

create_clock -name clk0 -period $clk_period [get_ports {rd_clk}]
create_clock -name clk1 -period $clk_period [get_ports {wr_clk}]

set non_clock_inputs [all_inputs -no_clocks]
set_input_delay [expr $clk_period * $clk_io_pct] -clock clk0 $non_clock_inputs
set_output_delay [expr $clk_period * $clk_io_pct] -clock clk0 [all_outputs]
==> changes_impl.md <==
### Changed

- Run status: complete, but fails checks
- Violated checks: setup timing
- Total wire length: 15,420 um
- TritonCTS clock tree: yes
- Half-perimeter wire length of the detailed placement result: 9923 um
- Hold Vio Cnt, Final: 0
- Placed cell area: 8200 sq um
- Max Transition Viols Final: 0
- Post-synthesis sequential area ratio: 71.01%
- Maximum number of pins on one net before global-route repair: 37
- Routed via count: 4,176
- Dominant cell area share: 57.03%
- Violation tally from detailed-route iteration zero: 305
- Residual overflow from global routing: 0
- Per-cell routed wire length: 19.72 um
- Seq. cell area: between 5000 and 6000 sq um
- Critical path peak fanout: 4
- Antenna-violating nets left: 0
- Asr flop ratio synth: approximately 23%
- Combined area of all synthesized cells: just over 7000 sq um
- Combinational gate area: 2163 sq um
- I/O pin total: 24
- Tally of unique sky130hd cells used after synthesis: between 60 and 70
- Fraction of layout instances using a drive strength above 1: between 20% and 30%
- Worst setup path category: flop to output port
- Total global routing track utilization: 19.16%
- Global-route wire length before repair: 24,260 um
- Total power consumption of the routed design: ~11 mW
- Number of antenna violations at the first check in global routing: 0
- Maximum vdd drop: 0.9420 mV
- Biggest area contributors in the synthesized netlist: sky130_fd_sc_hd__edfxtp_1 57%, sky130_fd_sc_hd__dfrtp_1 14%, sky130_fd_sc_hd__xnor2_1 2.1%, sky130_fd_sc_hd__ha_1 1.4%, sky130_fd_sc_hd__a22oi_1 1.4%
- Final hold slack: approximately 310 ps
- Final setup TNS: -107.5 ps
- Flip-flops with a built-in enable: roughly 140
- Number of warning messages in the logs: 35
- Transition at the pin with the smallest max-transition slack: 750.3 ps
- Setup skew after layout: 11.49 ps
- Most frequent cells after synthesis: 136 x sky130_fd_sc_hd__edfxtp_1, 40 x sky130_fd_sc_hd__dfrtp_1, 25 x sky130_fd_sc_hd__nand2_1
- Drt drc: 0
- Max incr delay on CP: 500 ps
- Worst-path cell with the longest stage delay: sky130_fd_sc_hd__or4_4
- DIE WIDTH: 135.8 um
- Vias/cell: 5.340
- Critical path capture point type: output port
- Post-route insts no fill: 782
- Crit start category: flop
- Leading register cell type out of synthesis: sky130_fd_sc_hd__edfxtp_1
- Vias in the first global route: 4,402
- LEAKAGE: 3.198 nW
- Required time of the critical path: 2080 ps
- Final weighted congestion in routability-driven placement: between 0.8 and 0.9
- Rows: 48
- Core Box Area: 17,420 sq um
- Clock-pin transition on the worst setup and hold timing paths: 70 ps
- Critical path data arrival time: between 2000 and 2500 ps
- Antenna diode count: 0
- Max-cap viol count: 0
- Seq cells post-synth: 176
- Area delta synth->final: 27.26%
- Number of clock sinks: 176
- Cell Chain, Critical Path: buf_6 > buf_4 > and2_4 > o21ai_2 > or4_4 > o2111ai_4 > nor2_4 > buf_2
- Synth top cell by count: sky130_fd_sc_hd__edfxtp_1
- Setup repair after global routing missed its margin: yes
- Largest area contributor in the netlist: sky130_fd_sc_hd__edfxtp_1
- Count of TritonRoute iterations in the first routing pass: 4
- Largest register FFs: 128
- Fin area: about 9000 sq um
- Yosys cell count: 463
- Die y size: 135.8 um
- Port bufs: 22
- Post-placement setup slack: -73.31 ps
- Filler Cells Inserted: between 1,000 and 1,500
- Yosys synthesis chip area: 7161 sq um
- Power Dens Cells: 1227 nW/um^2
- Yosys warns: 2
- Die outline area: 18,440 sq um
- Minimum setup slack in the final design: -36.23 ps
- Fp util: between 40 and 50%
- Synth Instances: 463
- Number of endpoints failing setup at the final stage: 9
- Number of cells after detailed placement: 738
- HP Class: flop to flop
- Per-instance average area after synthesis: 15.47 sq um
- Slew headroom: between 40 and 50%
- Utilization after layout: 52.32%
==> worst paths after layout <==
kind / from / endpoint / cells after the start / slack, ps
max in group asynchronous: rd_rst / rd_ptr_gray[1] / 2 / 1420
max: wr_ptr_bin[0] / full / 8 / -40
max reg2reg: wr_ptr_bin[0] / mem[13][2] / 11 / -10
min reg2reg: rd_ptr_gray[4] / rd_ptr_gray_sync1[4] / 0 / 310
min in group asynchronous: wr_rst / wr_ptr_bin[4] / 3 / 520
min in group clk0: wr_ptr_gray_sync1[4] / wr_ptr_gray_sync2[4] / 0 / 350
max in group clk1: wr_ptr_bin[0] / mem[13][2] / 11 / -10
min: rd_ptr_gray[4] / rd_ptr_gray_sync1[4] / 0 / 310
==> kinds of logic after synthesis <==
logic type	after synthesis	synth area share (%)
AND-OR/OR-AND	98	10.47
multiplexers	21	4.176
AND/OR/NAND/NOR	94	6.658
flip-flops	176	71.01
XOR/XNOR	28	3.844
buffers and inverters	38	2.446
adder cells (fa/ha/maj)	8	1.398
==> cells in the final DEF (no fill, tap or decap), drive strengths merged, types with 4 or more instances in the layout <==
cell type,instances
clkdlybuf4s50,21
ha,8
clkbuf,21
nor3,17
a31oi,6
a21oi,15
dfrtp,40
nor2,17
a32oi,7
buf,66
nor4,4
o21ai,14
mux2,13
inv,16
mux2i,5
clkinv,5
a22o,10
xnor2,18
a222oi,5
nor2b,5
a221oi,11
edfxtp,136
xor2,9
a22oi,13
nand3,10
nand2,26
==> power breakdown <==
group          leakage, nW  switching [mW]  total, mW  internal (mW)
clock                0.311            1.14       2.65           1.51
combinational         1.18            2.34       4.60           2.25
sequential            1.71           0.364       3.93           3.57
==> area by class of cell <==
type,instances,area share [%]
timing repair buffer,87,9.886
clock inverter,15,1.332
clock buffer,21,5.767
tap,225,3.089
sequential,176,55.81
multi-input combinational,249,23.74
inverter,9,0.3707
==> critical path: cells and delay by family, from the launching register on <==
family,cells,cell delay [ps]
buffers and inverters,3,370
and+or+nand+nor,3,720
DFF,1,410
AOI/OAI and AO/OA,2,220
==> metal layers <==
metal / wire length [um] / GRT usage, %
met1: 6244 / 27.31
met2: 6886 / 27.21
met3: 1962 / 11.19
met4: 327 / 3.558
met5: 0 / 0
==> what timing repair did <==
| item | CTS | global route |
|---|---|---|
| endpoints found under the setup margin | 75 | 135 |
| hold buffers | 0 | 0 |
| setup buffers | 7 | 2 |
| resized | 15 | 30 |
| pin swaps | 8 | 17 |
No activity file was given, so power comes from the tool's default toggle rates.
